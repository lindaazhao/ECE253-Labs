==> ./design.v <==
module part3(A, B, Function, ALUout);
	parameter N = 3;
	input logic [N-1:0] A,B;
	input logic [1:0] Function;  
	output logic [(N*2)-1:0] ALUout;
	logic [2*N-1:0] case0, case1, case2;
	assign case0 = A + B;
	always_comb
		begin
			if (|{A,B})
				case1 = 1;
			else
				case1 = 0;
			if (&{A,B})
				case2 = 1;
			else
				case2 = 0;
			case(Function)
			2'b00: ALUout = case0;
			2'b01: ALUout = case1;
			2'b10: ALUout = case2;
			2'b11: ALUout = {A,B};
			default: ALUout = 0;
			endcase
		end
endmodule 
==> ./run.sh <==
#!/bin/bash
# OpenROAD 26Q1-2900-gdf79404cd8, Yosys 0.63+post, stock flow scripts
make -C /OpenROAD-flow-scripts/flow DESIGN_CONFIG=/design/flow/config.mk WORK_HOME=/design/flow/orfs finish
==> ./config.mk <==
export PLATFORM = sky130hd
export DESIGN_NAME = part3
export DESIGN_NICKNAME = part3
export VERILOG_FILES = /design/flow/design.v
export SDC_FILE = /design/flow/constraint.sdc
export NUM_CORES = 4
export LEC_CHECK = 1
export CORE_AREA = 10 10 70 70
export DIE_AREA = 0 0 80 80
==> ./constraint.sdc <==
current_design part3

set clk_period 2.8
set clk_io_pct 0.2

create_clock -name clk0 -period $clk_period

set non_clock_inputs [all_inputs -no_clocks]
set_input_delay [expr $clk_period * $clk_io_pct] -clock clk0 $non_clock_inputs
set_output_delay [expr $clk_period * $clk_io_pct] -clock clk0 [all_outputs]
==> impl_metrics.json <==
{
  "placement_rows": 21,
  "grtUsageMet3_pct": 2.50,
  "power_density_nw_per_um2": 124,
  "ys_chip_area_um2": 194,
  "final.setup.worst_slack_ns": 0.115,
  "min_period_over_period_pct": 95.9,
  "report.final.setup_viol": 0,
  "drt_drc_violations_left": 0,
  "gr-max-usage-layer": "met1",
  "final_routed_wirelength_um": 885,
  "netlist_area_um2": 194,
  "crit_path_capture_type": "output pin",
  "detailroute.via_count": 288,
  "syn2layout_area_growth_pct": 128,
  "topCombFamilyByArea": "simple AND/OR/NAND/NOR gates",
  "grt_setup_unrepaired": "no",
  "critical_path_class": "input port to output pin",
  "drt_iter0_drc": 25,
  "synth_sequential_area_ratio_pct": 0,
  "ys_sh_xor_pct": 4.52,
  "max-vdd-ir-drop_v": 0.0000291,
  "maxSlewHeadroom_pct": 86.0,
  "slew_worst_pin_ns": 0.208,
  "track_usage_pct": 2.75,
  "die_x_um": 80,
  "area.sequential_um2": 0,
  "yosys.area_share.adder_pct": 29.7,
  "synth-compound-area-share_pct": 21.3,
  "drt-wirelength-per-cell_um": 9.41,
  "global_route.overflow_total": 0,
  "pre_cts_slack_ns": -0.296,
  "buffer_ports.inserted": 14,
  "worst_ep_required_time_ns": 2.24,
  "layout_min_cycle_time_ns": 2.68,
  "final_common_cell": "sky130_fd_sc_hd__buf_4",
  "synth.yosys.num_cells": 26,
  "drv_cap": 0,
  "grtUsageMet2_pct": 3.21,
  "cts_hold_buffers": 0,
  "detail_route.first_pass.iterations": 4,
  "detail_route.antenna_diodes": 0,
  "synthSimpleGateAreaFrac_pct": 36.8,
  "crit_path_arrival_time_ns": 2.12,
  "via_per_inst": 3.06,
  "nFlopsAndLatches": 0,
  "crit_path_max_fanout": 3,
  "multi_input_comb_area_um2": 181,
  "design.portCount": 14,
  "commonest_non_fill_non_tap_cells_in_the_layout": "sky130_fd_sc_hd__buf_4 (8), sky130_fd_sc_hd__clkdlybuf4s50_1 (7), sky130_fd_sc_hd__dlygate4sd2_1 (6)",
  "finalHoldViolations": 0,
  "die_area_um2": 6400,
  "synth.yosys.warnings": 1,
  "power_frac_comb_pct": 100.0,
  "timing.hold.ws_ns": 1.92,
  "grt_pass1_wl_um": 1460,
  "outcome": "complete, no violations",
  "highest_clock_rate_ghz": 0.372,
  "antenna_found_initial": 0,
  "initCoreUtil_pct": 5.68,
  "setup-tns-final_ns": 0,
  "portion_of_netlist_area_occupied_by_mux_cells_pct": 0,
  "drtAntennaViolNets": 0,
  "leakagePower_nw": 0.197,
  "power.clock.fraction_pct": 0,
  "power_switching_share_pct": 40.7,
  "seqPwrFrac_pct": 0,
  "pin_count_of_the_biggest_net_entering_global_routing": 8,
  "tool_warnings": 32,
  "grt_pass1_vias": 313,
  "slew_violations": 0,
  "postSynthAreaPerCell_um2": 7.46,
  "gr-usage-met1_pct": 3.76,
  "worstSetupStartpointType": "input port",
  "hold_path_class": "input port to output pin",
  "fp.coreArea_um2": 3420,
  "power.internal_mw": 0.0324,
  "number_of_different_library_cells_in_the_post_synthesis_netlist": 16,
  "power_switching_mw": 0.0222,
  "postSynthCellCount": 26,
  "drive_gt1_share_pct": 27.1,
  "gp_congestion": 0.841,
  "final.fill_count": 390,
  "clock_buffer_count": 0,
  "die-height_um": 80
}
==> cell usage after synthesis <==
library cell / count / share of area (%)
sky130_fd_sc_hd__and3_1: 2 / 6.5
sky130_fd_sc_hd__and4_2: 1 / 5.2
sky130_fd_sc_hd__nand3_1: 3 / 7.7
sky130_fd_sc_hd__o21ai_0: 3 / 7.7
sky130_fd_sc_hd__inv_1: 4 / 7.7
sky130_fd_sc_hd__ha_1: 3 / 19
sky130_fd_sc_hd__nor4b_2: 1 / 7.7
sky130_fd_sc_hd__nor3_1: 1 / 2.6
sky130_fd_sc_hd__a211oi_1: 1 / 3.9
sky130_fd_sc_hd__or4_1: 1 / 3.9
sky130_fd_sc_hd__a21o_1: 1 / 3.9
sky130_fd_sc_hd__xor2_1: 1 / 4.5
sky130_fd_sc_hd__fa_1: 1 / 10
sky130_fd_sc_hd__o22ai_1: 1 / 3.2
sky130_fd_sc_hd__or2_2: 1 / 3.2
sky130_fd_sc_hd__a21oi_1: 1 / 2.6
==> metrics by stage <==
| step | instance area (um2) | util (%) | instances | total power [mW] |
|---|---|---|---|---|
| after detailed placement | 444 | 13.0 | 93 | 0.0578 |
| final | 442 | 12.9 | 94 | 0.0546 |
| after floorplan | 194 | - | 26 | 0.0159 |
| after global routing | 442 | 12.9 | 94 | 0.0627 |
| after CTS | 438 | 12.8 | 93 | 0.0545 |
| after global placement | 444 | 13.0 | 93 | 0.0558 |
==> layout make-up <==
type / instances / share of cell area (%)
Timing Repair Buffer: 22 / 42.5
Multi-Input combinational cell: 22 / 41.1
Tap cell: 46 / 13.0
Inverter: 4 / 3.40
==> power groups by stage <==
stage	Sequential [mW]	Combinational, mW	Clock, mW
6_report	0	0.0546	0
5_1_grt	0	0.0627	0
4_1_cts	0	0.0545	0
==> repair_timing <==
item	in CTS	in global routing
cloned	0	0
gates resized	11	2
pin swaps	5	2
endpoints found under the setup margin	4	1
setup buffers	0	1
==> final timing paths <==
check / endpoint / start / depth (start not counted)
worst max-delay path: ALUout[0] / A[0] / 6
worst min-delay path: ALUout[2] / A[2] / 5
==> cells by family (layout without fill, tap and decap cells) <==
| family | Yosys count | in the layout |
|---|---|---|
| buffers and inverters | 4 | 26 |
| xor gates and xnor gates | 1 | 1 |
| and+or+nand+nor | 10 | 10 |
| adders and majority gates | 4 | 4 |
| AOI/OAI and AO/OA | 7 | 7 |
==> metal layers <==
metal	wire length (um)	vias to the layer above	part of all wire, %
met2	222	21	25
met1	412	123	47
met3	249	0	28
met4	0	0	0
li1	-	144	-
met5	0	-	0
==> worst max-delay path: stages <==
cell,delay [ns]
sky130_fd_sc_hd__clkdlybuf4s50_1,0.43
sky130_fd_sc_hd__buf_4,0.15
sky130_fd_sc_hd__or4_1,0.41
sky130_fd_sc_hd__nor4b_2,0.26
sky130_fd_sc_hd__nor3_1,0.06
sky130_fd_sc_hd__dlygate4sd2_1,0.25
Power is estimated from default activity; no workload was simulated.
