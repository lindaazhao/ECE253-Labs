==> design.v <==
`timescale 1ns / 1ns  
module hex_decoder(c, display);
    input logic [3:0] c;  
    output logic [6:0] display;  
    assign display[0] = (~c[3]|c[0]) & (~c[2]|~c[1]) & (c[3]|~c[1]) & (c[3]|~c[2]|~c[0]) & (c[2]|c[0]) & (~c[3]|c[2]|c[1]);
	assign display[1] = (c[3]|c[2]) & (c[2]|c[0]) & (~c[3]|c[1]|~c[0]) & (c[3]|c[1]|c[0]) & (c[3]|~c[1]|~c[0]);
	assign display[2] = (c[3]&c[2]&c[1]) | (c[3]&c[2]&~c[0]) | (~c[3]&~c[2]&c[1]&~c[0]);
    assign display[3] = (c[2]&c[1]&c[0]) | (~c[2]&~c[1]&c[0]) | (~c[3]&c[2]&~c[1]&~c[0]) | (c[3]&~c[2]&c[1]&~c[0]);
	assign display[4] = (~c[2]&~c[1]&c[0]) | (~c[3]&c[2]&~c[1]) | (~c[3]&c[0]);
	assign display[5] = (~c[3]&~c[2]&c[0]) | (~c[3]&~c[2]&c[1]) | (~c[3]&c[1]&c[0]) | (c[3]&c[2]&~c[1]&c[0]);
	assign display[6] = (~c[3]&~c[2]&~c[1]) | (c[3]&c[2]&~c[1]&~c[0]) | (~c[3]&c[2]&c[1]&c[0]);
endmodule
==> run.sh <==
#!/bin/bash
# OpenROAD 26Q1-2900-gdf79404cd8, Yosys 0.63+post, stock flow scripts
make -C /OpenROAD-flow-scripts/flow DESIGN_CONFIG=/design/flow/config.mk WORK_HOME=/design/flow/orfs finish
==> config.mk <==
export PLATFORM = sky130hd
export DESIGN_NAME = hex_decoder
export DESIGN_NICKNAME = hex_decoder
export VERILOG_FILES = /design/flow/design.v
export SDC_FILE = /design/flow/constraint.sdc
export NUM_CORES = 4
export LEC_CHECK = 1
export CORE_AREA = 10 10 70 70
export DIE_AREA = 0 0 80 80
==> constraint.sdc <==
current_design hex_decoder

set clk_period 1.1
set clk_io_pct 0.2

create_clock -name clk0 -period $clk_period

set non_clock_inputs [all_inputs -no_clocks]
set_input_delay [expr $clk_period * $clk_io_pct] -clock clk0 $non_clock_inputs
set_output_delay [expr $clk_period * $clk_io_pct] -clock clk0 [all_outputs]
==> results_slide.txt <==
Run Summary

Status
  – Outcome: finished, violations left
  – Failing checks: negative setup slack

Global route
  – Number of global-route vias before repair: ~300
  – Antenna violations before repair: 0
  – Gr ovfl total: 0
  – Largest net degree at the start of global routing: 12
  – Total GRT Usage: 0.0240
  – First-pass GRT wire length: around 1300 microns

Synthesis
  – Synth warnings: 0
  – Cell area leaders: or4b_1, buf_6, o211ai_1
  – Avg Cell Area, Syn: between 7 and 8 sq um
  – Cells after Synth: 32
  – Post-synth cell types: 22
  – Leading area contributor after synthesis: or4b_1
  – # Cells Yosys: 32
  – Post-synth seq share: 0
  – Post-synth top area share: 0.124
  – Synthesized area: approximately 240 sq um
  – Post-synth top cells: o211ai_1, or4b_1
  – Yosys Chip Area: approximately 240 sq um

STA
  – Min Tclk post-route: 1.32 ns
  – Final period util: 1.20
  – Fin. max-slew vios: 0
  – Final hold violations: 0
  – Setup TNS: -1.11 ns
  – Actual slew at the worst max-slew pin: 0.209 ns
  – Max-slew headroom at the worst pin: 0.859
  – Final Setup Violations: 7
  – Final worst slack: -0.218 ns
  – F_max: 0.759 GHz
  – RSZ-0062 raised after global routing: true

Critical path
  – Crit start category: primary input
  – CP Class: in2out
  – Crit path capture type: output pin
  – Required time worst endpoint: approximately 0.88 ns
  – Crit Path Max Fanout: 6
  – Worst EP arrival: about 1.1 ns

Final layout
  – Fillers: 395
  – Layout Area Growth over Synthesis: 110%
  – Storage cell area: 0 sq um
  – Share of cells above drive strength 1: 0.529
  – Flops: 0
  – Clock buffers: 0
  – Final instance area: ~500 sq um
  – Fin util: 0.149

Route
  – DRT Pass-1 Iters: 2
  – Via count: just over 300
  – WL met1: between 300 and 400 microns
  – DRC errors left: 0
  – Top Metal Used: met3
  – DR vias/cell: around 3.1
  – WL met2: about 460 microns
  – Final wirelength: 849 microns
  – Met3 wire len: 18 microns
  – Detailed router's first-iteration violation count: 7
  – Antenna diodes: 0
  – Final ANT Viol Nets: 0
  – DR WL/cell: roughly 8.8 microns

Die
  – Die W: around 80 microns
  – Chip area: about 6400 sq um
  – # rows: 21
  – Core Util at FP: 0.0707
  – Die Y: around 80 microns
  – Core Region: between 3000 and 4000 sq um
  – IO Count: 11

Hold path
  – Worst min path class: in2out
  – HP Start: c[0]
  – Hold Path Sink: display[0]
  – Hold Crit Depth: 4

Power
  – Net Sw Power: between 50 and 60 uW
  – Internal power: ~110 uW
  – Comb pwr share: 1.000
  – Peak VDD IR: between 0.06 and 0.07 mV
  – Net Sw Frac: 0.352
  – Seq pwr share: 0
  – Leak pwr: approximately 0.00022 uW
  – Clock share of power: 0
  – PwrDens: 327 nW/um^2

Run
  – Number of max-cap violations: 0
  – Tool Warnings: 34

Placed design
  – Number of I/O port buffers: 11
  – Post-DP Area: 444 sq um
  – GPL Wtd Cong: 0.728
  – Hpwl dp: ~630 microns
critical path, cell delays in order:
cell and delay (ns):
buf_8 0.10, buf_6 0.11, or4b_1 0.45, o211ai_1 0.08, buf_2 0.12
power groups by stage:
stage	logic, uW	registers [uW]	clock network, uW
6_report	166	0	0
5_1_grt	183	0	0
4_1_cts	152	0	0
worst max path at each step:
stage | start | end | slack, ns
after global routing | c[0] | display[6] | -0.25
final | c[0] | display[2] | -0.22
after CTS | c[1] | display[0] | -0.24
cell type report:
class | instances | area (sq um) | share of cell area
multi-input cells | 27 | 224 | 0.441
repair buffers | 23 | 223 | 0.438
well taps | 46 | 57.6 | 0.113
inverters | 1 | 3.75 | 0.00739
per-layer routing:
| layer | up-vias | GRT usage |
|---|---|---|
| li1 | 166 | - |
| met1 | 135 | 0.0283 |
| met2 | 3 | 0.0474 |
| met3 | 0 | 0.00227 |
| met4 | 0 | 0 |
| met5 | - | 0 |
cells in the final DEF, fill, tap and decap left out, drive strengths merged:
master and count:
buf 22, o211ai 3, or4b 3, nand2 2
or4bb 2, nand3 2, o21ai 2, xnor2 1
inv 1, a21boi 1, or3b 1, a22oi 1
xor2 1, o21a 1, nor2b 1, nand2b 1
nor3b 1, and4b 1, a211o 1, or3 1
nand4b 1, clkbuf 1
cells by family after synthesis:
logic type,share of synthesized area
compound gates,0.264
xor+xnor,0.0726
buf+inv,0.150
simple gates,0.513
timing repair:
action | 4_1_cts | 5_1_grt
gates cloned | 0 | 1
pin swaps | 10 | 1
buffers inserted | 2 | 0
hold buffers | 0 | 0
resized | 58 | 4
setup endpoints to repair | 7 | 7
per-stage QoR:
step                      std cells  hold WS (ns)  setup slack (ns)  total power [uW]
after CTS                        96         0.794            -0.240               152
after detailed placement         94          1.56             -1.16               152
after global routing             97         0.824            -0.254               183
after global placement           94          1.55             -1.13               148
after floorplan                  32         0.566           0.00590              59.8
final                            97         0.792            -0.218               166
No activity file was given, so power comes from the tool's default toggle rates.
