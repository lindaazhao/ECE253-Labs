**./design.v**
```verilog
module part2(Clock, Reset_b, Data, Function, ALUout); 
	input logic Clock, Reset_b; 
	input logic [1:0] Function;
	input logic [3:0] Data;
	output logic [7:0] ALUout;
	logic [7:0] temp_ALU;
	logic [7:0] case0, case1, case2, register;
	assign case0 = Data + ALUout[3:0];  
	assign case1 = Data * ALUout[3:0];
	assign case2 = ALUout[3:0] << Data; 
	always_comb
		begin
			case(Function)
			2'b00: temp_ALU = case0;
			2'b01: temp_ALU = case1;
			2'b10: temp_ALU = case2;
			2'b11: temp_ALU = ALUout;
			default: temp_ALU = 0;
			endcase
		end
	D_flip_flop u0(Clock, Reset_b, temp_ALU, ALUout);  
endmodule 
module D_flip_flop(clk, reset_b, d, q);
	input logic clk, reset_b;
	input logic [7:0] d;
	output logic [7:0] q;
	always_ff @(posedge clk)
	begin 
		if (reset_b) q <= 8'b00000000;
		else q <= d;
	end 
endmodule 
```
**./run.sh**
```bash
#!/bin/bash
# OpenROAD 26Q1-2900-gdf79404cd8, Yosys 0.63+post, stock flow scripts
make -C /OpenROAD-flow-scripts/flow DESIGN_CONFIG=/design/flow/config.mk WORK_HOME=/design/flow/orfs finish
```
**./constraint.sdc**
```tcl
current_design part2

set clk_period 5.0
set clk_io_pct 0.2

create_clock -name clk0 -period $clk_period [get_ports {Clock}]

set non_clock_inputs [all_inputs -no_clocks]
set_input_delay [expr $clk_period * $clk_io_pct] -clock clk0 $non_clock_inputs
set_output_delay [expr $clk_period * $clk_io_pct] -clock clk0 [all_outputs]
```
**./config.mk**
```make
export PLATFORM = sky130hd
export DESIGN_NAME = part2
export DESIGN_NICKNAME = part2
export VERILOG_FILES = /design/flow/design.v
export SDC_FILE = /design/flow/constraint.sdc
export NUM_CORES = 4
export LEC_CHECK = 1
export CORE_AREA = 10 10 85 85
export DIE_AREA = 0 0 95 95
```
==> results.py <==
# Physical implementation metrics
metrics = {
    "clock_network": {
        "cts_root_buffer": "clkbuf_8",
        "clock-sinks": 8,
        "post-cts-setup-buffers": 0,
        "cts_hold_buffers": 0,
        "cts.path.max_buffers": 2,
        "cts_tree": "yes",
        "cts_made_buffers": 3,
        "insertion_delay_ps": 230,
        "clk_pin_slew_ps": 40,
        "cts_max_level": 1,
        "post_cts_resized": 0,
    },
    "routing": {
        "route.detailed.drc": 0,
        "dr.pass1.iters": 4,
        "via_per_inst": 4.48,
        "n_antenna_cell": 0,
        "vias": 1007,
        "wl_per_cell_um": 12.8,
        "ant_nets": 0,
        "wirelength_um": 2890,
        "drt-initial-drc-count": 72,
    },
    "final_timing": {
        "relSlewSlack": 0.703,
        "finClkSkew_ps": 4.84,
        "clock.fmax_ghz": 0.247,
        "rsz0062_at_grt": "no",
        "fin_crit_sh": 0.810,
        "setup_tns_ps": 0,
        "drv_slew": 0,
        "tightestPinTransition_ps": 444,
        "setup_viol": 0,
        "period_needed_ps": 4050,
        "hold_violations": 0,
    },
    "die": {
        "die_x_um": 95,
        "core_util_floorplan": 0.216,
        "fp.coreArea_mm2": 0.00547,
        "fp-row-count": 27,
        "ios": 16,
        "dieArea_mm2": 0.00903,
        "fp.dieH_um": 95,
    },
    "grt": {
        "antenna_found_initial": 0,
        "grt.total_usage": 0.0687,
        "grt_pass1_wl_um": 4990,
        "gr-total-overflow": 0,
        "grt_max_degree": 15,
        "grt_pass1_vias": 990,
    },
    "synth": {
        "largest_area_cell": "ha_1",
        "synth-main-ff-cell": "dfxtp_1",
        "async_flop_share": 0,
        "ys_ff": 8,
        "ys_area_mm2": 0.00118,
        "yosysSeqAreaShare": 0.136,
        "topCellsByArea": "ha_1 21%, dfxtp_1 14%, fa_1 8.5%",
        "ys_warn_count": 2,
        "synthCells": 141,
        "synth-edff-count": 0,
        "syn-cell-area_mm2": 0.00118,
        "ys_types": 38,
        "synth_top_area_share": 0.212,
        "yosys_cells": 141,
        "avgSynthCellArea_um2": 8.37,
    },
    "critical_path": {
        "crit_path_end": "u0.q[5]$_SDFFE_PP0P_",
        "startpoint": "Data[1]",
        "crit_path_max_fanout": 14,
        "r2r_cells": 10,
        "reg2reg_slack_ps": 1950,
        "critPathMaxStageDelay_ps": 740,
        "required_ps": 5130,
        "end_kind": "flop",
        "r2r-start": "u0.q[3]$_SDFFE_PP0P_",
        "cpMaxStageDelayCell": "clkdlybuf4s50_1",
        "start_kind": "input port",
        "cp.arrival_ps": 4180,
        "path_class": "input port to flop",
        "rr_endpoint": "u0.q[5]$_SDFFE_PP0P_",
        "crit_chain": "clkdlybuf4s50_1 -> nand2_1 -> fa_1 -> inv_1 -> fa_1 -> ha_1 -> a21o_1 -> a21oi_1 -> xnor2_1 -> a21oi_1 -> a211oi_1",
    },
    "job": {
        "drv_cap": 0,
        "warnings": 28,
    },
    "power": {
        "powerDensity_mw_per_mm2": 187,
        "p_leak_uw": 0.000622,
        "switchingPower_uw": 90.0,
        "combPwrFrac": 0.417,
        "power_frac_seq": 0.294,
        "netSwitchingFraction": 0.340,
        "max-vdd-ir-drop_mv": 0.0664,
        "power_uw": 265,
        "clkPwrFrac": 0.289,
        "power.internal_uw": 175,
    },
    "finish": {
        "fin_cells": 225,
        "top_regs": "u0.q: 8 flops",
        "syn_to_final_growth_pct": 19.8,
        "largest_register_ffs": 8,
        "drive_gt1_frac": 0.0719,
        "n_fill_cell": 604,
        "regMostFlops": "u0.q",
    },
    "outcome": {
        "status": "complete, no violations",
    },
    "placed_design": {
        "placed_cells": 222,
        "gp_congestion": 0.884,
        "dp_hpwl_um": 2380,
        "io_buffers": 15,
    },
    "worst_hold_path": {
        "hold_path_class": "flop to flop",
    },
}
## cell usage after synthesis, drive strengths merged, types with 3 or more instances
| master | count |
|---|---|
| xnor2 | 3 |
| a21o | 4 |
| and2 | 8 |
| buf | 3 |
| nor3 | 5 |
| inv | 17 |
| nand2 | 11 |
| a21oi | 14 |
| dfxtp | 8 |
| nand3 | 3 |
| fa | 5 |
| nor2 | 5 |
| ha | 20 |
| o21ai | 5 |
## worst min path at each step
stage	from	slack, ps	endpoint	cells past startpoint
6_report	u0.q[4]$_SDFFE_PP0P_	510	u0.q[4]$_SDFFE_PP0P_	2
5_1_grt	u0.q[4]$_SDFFE_PP0P_	560	u0.q[4]$_SDFFE_PP0P_	2
4_1_cts	u0.q[4]$_SDFFE_PP0P_	520	u0.q[4]$_SDFFE_PP0P_	2
## layout by cell type, fill, tap and decap left out, drive strengths merged, types with 3 or more instances in the layout
cell / instances
nor3: 5
nor2: 5
inv: 17
nand2: 11
a21oi: 14
a21o: 4
and2: 8
dfxtp: 8
clkdlybuf4s50: 15
fa: 5
nand3: 3
xnor2: 3
o21ai: 5
clkbuf: 3
ha: 20
## power by group through the flow
stage | clock network (uW) | logic (uW) | registers [uW]
after global routing | 81.9 | 127 | 79.4
after CTS | 78.9 | 113 | 78.1
final | 76.6 | 111 | 77.8
## metrics by stage
step | hold slack [ps] | instance area [um^2] | setup slack, ps | util
6_report | 513 | 1410 | 952 | 0.258
5_1_grt | 560 | 1410 | 633 | 0.258
4_1_cts | 519 | 1410 | 917 | 0.258
3_5_place_dp | 508 | 1370 | 716 | 0.251
3_3_place_gp | 499 | 1370 | 698 | 0.251
2_1_floorplan | 451 | 1180 | 1430 | -
## cell type report
class | instances | area [um^2] | share of cell area
multi-input combinational | 110 | 908 | 0.642
inverter | 17 | 63.8 | 0.0451
sequential | 8 | 160 | 0.113
timing repair buffer | 15 | 150 | 0.106
tap | 72 | 90.1 | 0.0637
clock buffer | 3 | 41.3 | 0.0292
## routing by layer
metal	GRT usage	wire length [um]	share of wire	vias up
met5	0	0	0	-
met1	0.107	1500	0.52	458
li1	-	-	-	523
met4	0.00499	8	0.0028	0
met2	0.0921	1150	0.40	24
met3	0.0232	226	0.078	2
## critical path, delay by kind of cell
kind | cells | cell delay, ps
xor+xnor | 1 | 160
buf+inv | 2 | 790
compound gates | 4 | 770
fa+ha+maj | 3 | 1310
simple gates | 1 | 140
## logic make-up after synthesis
family / synth area share
XOR/XNOR: 0.0297
buffers and inverters: 0.0944
AND-OR/OR-AND: 0.225
flip-flops: 0.136
multiplexers: 0.0361
AND/OR/NAND/NOR: 0.182
adder cells (fa/ha/maj): 0.297
No activity file was given, so power comes from the tool's default toggle rates.
